### flow/run.sh
#!/bin/bash
# OpenROAD 26Q1-2900-gdf79404cd8, Yosys 0.63+post, stock flow scripts
make -C /OpenROAD-flow-scripts/flow DESIGN_CONFIG=/design/flow/config.mk WORK_HOME=/design/flow/orfs finish
### flow/config.mk
export PLATFORM = sky130hd
export DESIGN_NAME = cpu_core
export DESIGN_NICKNAME = cpu_core
export VERILOG_FILES = /design/flow/design.v
export SDC_FILE = /design/flow/constraint.sdc
export NUM_CORES = 4
export LEC_CHECK = 1
export CORE_AREA = 10 10 94 94
export DIE_AREA = 0 0 104 104
### flow/constraint.sdc
current_design cpu_core

set clk_period 5.2
set clk_io_pct 0.2

create_clock -name clk0 -period $clk_period [get_ports {clk}]

set non_clock_inputs [all_inputs -no_clocks]
set_input_delay [expr $clk_period * $clk_io_pct] -clock clk0 $non_clock_inputs
set_output_delay [expr $clk_period * $clk_io_pct] -clock clk0 [all_outputs]
### flow/design.v
`timescale 1ns / 1ps
module alu (
    input wire [31:0] a,
    input wire [31:0] b,
    input wire [2:0] op,
    output reg [31:0] result,
    output wire zero
);
    localparam ADD = 3'b000;
    localparam SUB = 3'b001;
    localparam AND = 3'b010;
    localparam OR  = 3'b011;
    localparam XOR = 3'b100;
    localparam SLT = 3'b101;
    localparam SLL = 3'b110;
    localparam SRL = 3'b111;
    assign zero = (result == 32'b0);
    always @(*) begin
        case (op)
            ADD: result = a + b;
            SUB: result = a - b;
            AND: result = a & b;
            OR:  result = a | b;
            XOR: result = a ^ b;
            SLT: result = ($signed(a) < $signed(b)) ? 32'b1 : 32'b0;
            SLL: result = a << b[4:0];
            SRL: result = a >> b[4:0];
            default: result = 32'b0;
        endcase
    end
endmodule
`timescale 1ns / 1ps
module cpu_core (
    input wire clk,
    input wire rst_n,
    input wire [31:0] instruction,
    output reg [31:0] pc,
    output reg [31:0] result
);
    reg [31:0] registers [31:0];
    reg [31:0] pipeline_reg_if_id;
    reg [31:0] pipeline_reg_id_ex;
    reg [31:0] pipeline_reg_ex_mem;
    reg [31:0] pipeline_reg_mem_wb;
    reg stall;
    reg flush;
    wire [6:0] opcode;
    wire [4:0] rd, rs1, rs2;
    wire [2:0] funct3;
    wire [6:0] funct7;
    assign opcode = instruction[6:0];
    assign rd = instruction[11:7];
    assign funct3 = instruction[14:12];
    assign rs1 = instruction[19:15];
    assign rs2 = instruction[24:20];
    assign funct7 = instruction[31:25];
    wire [31:0] alu_result;
    wire alu_zero;
    alu alu_unit (
        .a(registers[rs1]),
        .b(registers[rs2]),
        .op(funct3),
        .result(alu_result),
        .zero(alu_zero)
    );
    always @(posedge clk or negedge rst_n) begin
        if (!rst_n) begin
            pc <= 32'h0;
            result <= 32'h0;
            stall <= 1'b0;
            flush <= 1'b0;
        end else begin
            if (!stall) begin
                pipeline_reg_if_id <= instruction;
                pc <= pc + 4;
                pipeline_reg_id_ex <= pipeline_reg_if_id;
                pipeline_reg_ex_mem <= alu_result;
                pipeline_reg_mem_wb <= pipeline_reg_ex_mem;
                if (rd != 5'b0) begin
                    registers[rd] <= pipeline_reg_mem_wb;
                end
            end
        end
    end
endmodule
==> PnR_summary.wiki <==
== Run summary ==
{| class="wikitable"
! Metric !! Value
|-
| Die X || 104 µm
|-
| Sum of negative setup slack || 0 ns
|-
| Latest clock arrival within the worst-skew pair || 0.27 ns
|-
| Flip-flop count of the largest register, all copies and words added || 30
|-
| Share of the cycle needed by the critical path after routing || 45.4%
|-
| Number of clock sinks seen by CTS || 30
|-
| H-tree depth || 2
|-
| Proportion of register bits with asynchronous set or reset after synthesis || 100%
|-
| Vias post-DR || about 1.0k
|-
| Top cell excl fill/tap || conb_1
|-
| Effective utilization at floorplan || between 20% and 30%
|-
| Filler Cells Inserted || 729
|-
| Number of different library cells in the post-synthesis netlist || 21
|-
| Diode count || 0
|-
| Growth of design area from synthesis to finish || 24.6%
|-
| Met2 demand-to-capacity share in global routing || under 10%
|-
| Overall die height || between 100 and 150 µm
|-
| Count of synthesis-stage warnings from yosys || 4
|-
| Synthesized area per cell || 10.9 µm²
|-
| GR Overflow Total || 0
|-
| Clock buffer count from CTS || 5
|-
| Min-Delay Startpoint || pc[31]
|-
| Capturing element type of the critical path || primary output
|-
| Port-buffer cells || 31
|-
| Syn Std Cell Area || ~1600 µm²
|-
| Area after DPL || 1900 µm²
|-
| Startpoint types || register
|-
| Maxcap violations || 0
|-
| List of cells traversed by the critical path || clkdlybuf4s50_1
|-
| Cell count after synthesis || 146
|-
| Unrepaired setup endpoints after global routing || no
|-
| Sequential element share of the synthesized area || 47.1%
|-
| Depth of the worst register-to-register path || 5
|-
| Slew Limit Fails || 0
|-
| CTS max path bufs || 2
|-
| Kind of cell with the highest combined delay on the critical path || buffers and inverters
|-
| Final standard cell area without fillers || slightly below 2000 µm²
|-
| Flops & latches, synth || 30
|-
| Quantity of gates resized following cts || 0
|-
| Average vias per placed instance || 3.62
|-
| Fraction of final layout cells with drive strength greater than 1 || just over 7%
|-
| Drt wl/cell || 11.7 µm
|-
| Top-level I/O count || 98
|-
| Slowest CP cell || clkdlybuf4s50_1
|-
| Routed wire length || 3.28 mm
|-
| Max IR drop VDD || ~0.000074 V
|-
| Drt initial violations || 21
|-
| Commonest non-fill, non-tap cells in the layout || conb_1 (34), clkdlybuf4s50_1 (31), dfrtp_1 (30), xnor2_1 (22), nand3_1 (10)
|-
| Total design power || 0.427 mW
|-
| Area used by multi-input combinational logic || 697 µm²
|-
| Stage delay of the slowest cell on the critical path || 0.53 ns
|-
| Number of buffers and inverters on the critical path || 1
|-
| Initial antenna violation count || 0
|-
| Cell total in the yosys stat output || 146
|-
| Count of TritonRoute iterations in the first routing pass || 4
|-
| Number of endpoints failing setup at the final stage || 0
|-
| First-pass GRT wire length || around 5.2 mm
|-
| Floorplan row count || 30
|-
| CP Data Arrival Time || 1.32 ns
|-
| Data required, critical path || approximately 4.2 ns
|-
| Fmax achieved || 0.423 GHz
|-
| Classification of the worst setup path || register to primary output
|-
| Main flop type || dfrtp_1
|-
| Worst setup slack for register-to-register paths || 3.45 ns
|-
| Total half-perimeter wirelength after legalization and detailed placement || 2.51 mm
|-
| Clk pin slew, worst setup/hold paths || 0.06 ns
|-
| PD cells || 215 nW/µm²
|-
| CP max FO || 9
|-
| Via count of the first global-routing pass || 1038
|-
| Worst Clk Skew || 0.00718 ns
|-
| Reported leakage power || 0.901 nW
|-
| Register cell area after layout || 751 µm²
|-
| Met1 Resource Use GR || roughly 7.5%
|-
| Setup repair bufs after CTS || 0
|-
| Layer with the highest usage || met2
|-
| Run status || finished clean
|-
| Clock tree from TritonCTS || done
|-
| Yosys-reported design area after synthesis || 1600 µm²
|-
| Met3 GRT Util || between 3 and 4%
|-
| Number of cells traversed by the worst hold path || 1
|-
| Final Hold Viols || 0
|-
| Reg-to-Reg Start || pc[2]
|-
| Detail Route Antenna Nets || 0
|-
| Area of the die || 10800 µm²
|-
| Pin count of the biggest net entering global routing || 31
|-
| Endpoint with the worst hold slack || pc[31]
|-
| Hold buffers post-CTS || 0
|-
| Register with the most flip-flops || pc
|-
| Worst hold path class || register to register
|-
| Total GRT Usage || 5.80%
|-
| OpenROAD warning count || 57
|-
| Number of synthesized flops with an enable pin || 0
|-
| Routability-driven placement congestion ratio || around 0.78
|-
| Crit Reg-Reg Endpoint || pc[28]
|-
| Post-route DRC || 0
|-
| Clock period minus worst slack || 2.36 ns
|-
| Largest regs || pc x30
|-
| Core area || slightly below 7000 µm²
|-
| Clock Root Buffer || clkbuf_8
|}
## per-stage QoR
| step | hold slack (ns) | setup slack [ns] | utilization, % | cells |
|---|---|---|---|---|
| floorplan | 0.424 | 3.75 | - | 179 |
| global placement | 0.461 | 3.13 | 27.8 | 272 |
| detailed placement | 0.469 | 3.12 | 27.8 | 272 |
| CTS | 0.476 | 2.81 | 29.1 | 280 |
| global route | 0.511 | 2.78 | 29.1 | 280 |
| finish | 0.466 | 2.84 | 29.1 | 280 |
## synth_stat cells, types with 2 or more instances
library cell,n,share of area [%]
buf_4,34,16
nand4_1,9,3.5
nor2_1,6,1.4
nand3_1,10,3.1
inv_1,3,0.71
dfrtp_1,30,47
nand2_1,9,2.1
xor2_1,6,3.3
and4_1,3,1.6
nor4_4,2,2.7
xnor2_1,22,12
and3_1,3,1.2
## worst max-delay path by stage
| stage | startpoint | to | slack [ns] | cells past startpoint |
|---|---|---|---|---|
| final | pc[16] | pc[16] | 2.84 | 1 |
| after global routing | pc[16] | pc[16] | 2.78 | 1 |
| after CTS | pc[16] | pc[16] | 2.81 | 1 |
## power by group
part | internal, mW | switching, mW | total (mW)
Combinational | 0.00115 | 0.00602 | 0.00716
Sequential | 0.233 | 0 | 0.233
Clock | 0.106 | 0.0796 | 0.186
## cell type report
class                           count  share of cell area (%)
Inverter                            3                   0.566
Clock inverter                      1                   0.252
Clock buffer                        7                    4.34
Multi-Input combinational cell    111                    35.1
Timing Repair Buffer               32                    16.0
Tap cell                           96                    6.04
Sequential cell                    30                    37.8
## per-layer routing
layer,share of wire (%),routed length (µm),up-vias
li1,-,-,496
met1,42,1390,475
met2,47,1550,41
met3,9.8,322,2
met4,0.70,23,0
met5,0,0,-
## logic make-up (layout without fill, tap and decap cells)
logic type | after synthesis | count (layout) | synth area share (%)
xor+xnor | 28 | 28 | 15.4
fa+ha+maj | 1 | 1 | 0.784
buf+inv | 38 | 43 | 17.0
flops | 30 | 30 | 47.1
other cells | 1 | 34 | 0.235
simple gates | 48 | 48 | 19.5
Power and IR drop assume default switching activity.
