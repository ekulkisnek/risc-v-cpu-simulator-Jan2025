--- flow/design.v ---
`timescale 1ns / 1ps
module alu (
    input wire [31:0] a,
    input wire [31:0] b,
    input wire [2:0] op,
    output reg [31:0] result,
    output wire zero
);
    localparam ADD = 3'b000;
    localparam SUB = 3'b001;
    localparam AND = 3'b010;
    localparam OR  = 3'b011;
    localparam XOR = 3'b100;
    localparam SLT = 3'b101;
    localparam SLL = 3'b110;
    localparam SRL = 3'b111;
    assign zero = (result == 32'b0);
    always @(*) begin
        case (op)
            ADD: result = a + b;
            SUB: result = a - b;
            AND: result = a & b;
            OR:  result = a | b;
            XOR: result = a ^ b;
            SLT: result = ($signed(a) < $signed(b)) ? 32'b1 : 32'b0;
            SLL: result = a << b[4:0];
            SRL: result = a >> b[4:0];
            default: result = 32'b0;
        endcase
    end
endmodule
`timescale 1ns / 1ps
module pipeline (
    input wire clk,
    input wire rst_n,
    input wire [31:0] instruction_in,
    input wire [31:0] data_memory_in,
    output reg [31:0] pc_out,
    output reg [31:0] alu_result_out,
    output reg [31:0] data_memory_addr,
    output reg data_memory_write_en,
    output reg data_memory_read_en,
    output reg [31:0] data_memory_write_data
);
    reg [31:0] if_id_pc;
    reg [31:0] if_id_instruction;
    reg [31:0] id_ex_pc;
    reg [31:0] id_ex_reg1_data;
    reg [31:0] id_ex_reg2_data;
    reg [31:0] id_ex_immediate;
    reg [4:0]  id_ex_rd;
    reg [2:0]  id_ex_funct3;
    reg [6:0]  id_ex_funct7;
    reg [3:0]  id_ex_alu_control;
    reg        id_ex_mem_read;
    reg        id_ex_mem_write;
    reg        id_ex_reg_write;
    reg [31:0] ex_mem_alu_result;
    reg [31:0] ex_mem_reg2_data;
    reg [4:0]  ex_mem_rd;
    reg        ex_mem_mem_read;
    reg        ex_mem_mem_write;
    reg        ex_mem_reg_write;
    reg [31:0] mem_wb_data;
    reg [4:0]  mem_wb_rd;
    reg        mem_wb_reg_write;
    reg [31:0] registers [31:0];
    reg stall;
    wire data_hazard;
    wire control_hazard;
    reg [1:0] forward_a;
    reg [1:0] forward_b;
    wire [31:0] alu_operand_a;
    wire [31:0] alu_operand_b;
    wire [31:0] alu_result;
    wire alu_zero;
    wire [6:0] opcode;
    wire [4:0] rs1, rs2, rd;
    wire [2:0] funct3;
    wire [6:0] funct7;
    wire [31:0] immediate;
    assign opcode = if_id_instruction[6:0];
    assign rd = if_id_instruction[11:7];
    assign funct3 = if_id_instruction[14:12];
    assign rs1 = if_id_instruction[19:15];
    assign rs2 = if_id_instruction[24:20];
    assign funct7 = if_id_instruction[31:25];
    immediate_gen imm_gen (
        .instruction(if_id_instruction),
        .immediate(immediate)
    );
    alu alu_unit (
        .a(alu_operand_a),
        .b(alu_operand_b),
        .op(id_ex_alu_control),
        .result(alu_result),
        .zero(alu_zero)
    );
    hazard_detection hazard_unit (
        .id_ex_mem_read(id_ex_mem_read),
        .id_ex_rd(id_ex_rd),
        .if_id_rs1(rs1),
        .if_id_rs2(rs2),
        .stall(stall)
    );
    forwarding_unit forward_unit (
        .ex_mem_reg_write(ex_mem_reg_write),
        .mem_wb_reg_write(mem_wb_reg_write),
        .ex_mem_rd(ex_mem_rd),
        .mem_wb_rd(mem_wb_rd),
        .id_ex_rs1(id_ex_rd),
        .id_ex_rs2(rs2),
        .forward_a(forward_a),
        .forward_b(forward_b)
    );
    always @(posedge clk or negedge rst_n) begin
        if (!rst_n) begin
            if_id_pc <= 32'b0;
            if_id_instruction <= 32'b0;
            id_ex_pc <= 32'b0;
            id_ex_reg1_data <= 32'b0;
            id_ex_reg2_data <= 32'b0;
            id_ex_immediate <= 32'b0;
            id_ex_rd <= 5'b0;
            id_ex_funct3 <= 3'b0;
            id_ex_funct7 <= 7'b0;
            id_ex_alu_control <= 4'b0;
            id_ex_mem_read <= 1'b0;
            id_ex_mem_write <= 1'b0;
            id_ex_reg_write <= 1'b0;
            ex_mem_alu_result <= 32'b0;
            ex_mem_reg2_data <= 32'b0;
            ex_mem_rd <= 5'b0;
            ex_mem_mem_read <= 1'b0;
            ex_mem_mem_write <= 1'b0;
            ex_mem_reg_write <= 1'b0;
            mem_wb_data <= 32'b0;
            mem_wb_rd <= 5'b0;
            mem_wb_reg_write <= 1'b0;
        end else begin
            if (!stall) begin
                if_id_pc <= pc_out;
                if_id_instruction <= instruction_in;
                pc_out <= pc_out + 4;
                id_ex_pc <= if_id_pc;
                id_ex_reg1_data <= registers[rs1];
                id_ex_reg2_data <= registers[rs2];
                id_ex_immediate <= immediate;
                id_ex_rd <= rd;
                id_ex_funct3 <= funct3;
                id_ex_funct7 <= funct7;
                id_ex_alu_control <= get_alu_control(opcode, funct3, funct7);
                id_ex_mem_read <= (opcode == 7'b0000011);   
                id_ex_mem_write <= (opcode == 7'b0100011);  
                id_ex_reg_write <= (opcode != 7'b0100011);  
                case (forward_a)
                    2'b00: alu_operand_a = id_ex_reg1_data;
                    2'b01: alu_operand_a = ex_mem_alu_result;
                    2'b10: alu_operand_a = mem_wb_data;
                    default: alu_operand_a = id_ex_reg1_data;
                endcase
                case (forward_b)
                    2'b00: alu_operand_b = id_ex_reg2_data;
                    2'b01: alu_operand_b = ex_mem_alu_result;
                    2'b10: alu_operand_b = mem_wb_data;
                    default: alu_operand_b = id_ex_reg2_data;
                endcase
                ex_mem_alu_result <= alu_result;
                ex_mem_reg2_data <= id_ex_reg2_data;
                ex_mem_rd <= id_ex_rd;
                ex_mem_mem_read <= id_ex_mem_read;
                ex_mem_mem_write <= id_ex_mem_write;
                ex_mem_reg_write <= id_ex_reg_write;
                data_memory_addr <= ex_mem_alu_result;
                data_memory_write_en <= ex_mem_mem_write;
                data_memory_read_en <= ex_mem_mem_read;
                data_memory_write_data <= ex_mem_reg2_data;
                mem_wb_data <= ex_mem_mem_read ? data_memory_in : ex_mem_alu_result;
                mem_wb_rd <= ex_mem_rd;
                mem_wb_reg_write <= ex_mem_reg_write;
                if (mem_wb_reg_write && mem_wb_rd != 5'b0) begin
                    registers[mem_wb_rd] <= mem_wb_data;
                end
            end
        end
    end
    function [3:0] get_alu_control;
        input [6:0] opcode;
        input [2:0] funct3;
        input [6:0] funct7;
        begin
            case (opcode)
                7'b0110011:  
                    case (funct3)
                        3'b000: get_alu_control = (funct7[5]) ? 4'b0001 : 4'b0000;  
                        3'b001: get_alu_control = 4'b0010;  
                        3'b010: get_alu_control = 4'b0011;  
                        3'b011: get_alu_control = 4'b0100;  
                        3'b100: get_alu_control = 4'b0101;  
                        3'b101: get_alu_control = (funct7[5]) ? 4'b0111 : 4'b0110;  
                        3'b110: get_alu_control = 4'b1000;  
                        3'b111: get_alu_control = 4'b1001;  
                        default: get_alu_control = 4'b0000;
                    endcase
                7'b0010011:  
                    case (funct3)
                        3'b000: get_alu_control = 4'b0000;  
                        3'b010: get_alu_control = 4'b0011;  
                        3'b011: get_alu_control = 4'b0100;  
                        3'b100: get_alu_control = 4'b0101;  
                        3'b110: get_alu_control = 4'b1000;  
                        3'b111: get_alu_control = 4'b1001;  
                        default: get_alu_control = 4'b0000;
                    endcase
                default: get_alu_control = 4'b0000;
            endcase
        end
    endfunction
endmodule
module hazard_detection (
    input wire id_ex_mem_read,
    input wire [4:0] id_ex_rd,
    input wire [4:0] if_id_rs1,
    input wire [4:0] if_id_rs2,
    output reg stall
);
    always @(*) begin
        stall = id_ex_mem_read && 
                (id_ex_rd == if_id_rs1 || id_ex_rd == if_id_rs2);
    end
endmodule
module forwarding_unit (
    input wire ex_mem_reg_write,
    input wire mem_wb_reg_write,
    input wire [4:0] ex_mem_rd,
    input wire [4:0] mem_wb_rd,
    input wire [4:0] id_ex_rs1,
    input wire [4:0] id_ex_rs2,
    output reg [1:0] forward_a,
    output reg [1:0] forward_b
);
    always @(*) begin
        if (ex_mem_reg_write && ex_mem_rd != 0 && ex_mem_rd == id_ex_rs1)
            forward_a = 2'b01;
        else if (mem_wb_reg_write && mem_wb_rd != 0 && mem_wb_rd == id_ex_rs1)
            forward_a = 2'b10;
        else
            forward_a = 2'b00;
        if (ex_mem_reg_write && ex_mem_rd != 0 && ex_mem_rd == id_ex_rs2)
            forward_b = 2'b01;
        else if (mem_wb_reg_write && mem_wb_rd != 0 && mem_wb_rd == id_ex_rs2)
            forward_b = 2'b10;
        else
            forward_b = 2'b00;
    end
endmodule
module immediate_gen (
    input wire [31:0] instruction,
    output reg [31:0] immediate
);
    wire [6:0] opcode;
    assign opcode = instruction[6:0];
    always @(*) begin
        case (opcode)
            7'b0010011: immediate = {{20{instruction[31]}}, instruction[31:20]};  
            7'b0100011: immediate = {{20{instruction[31]}}, instruction[31:25], instruction[11:7]};  
            7'b1100011: immediate = {{19{instruction[31]}}, instruction[31], instruction[7], instruction[30:25], instruction[11:8], 1'b0};  
            7'b0110111: immediate = {instruction[31:12], 12'b0};  
            7'b1101111: immediate = {{11{instruction[31]}}, instruction[31], instruction[19:12], instruction[20], instruction[30:21], 1'b0};  
            default: immediate = 32'b0;
        endcase
    end
endmodule
--- flow/run.sh ---
#!/bin/bash
# OpenROAD 26Q1-2900-gdf79404cd8, Yosys 0.63+post, stock flow scripts
make -C /OpenROAD-flow-scripts/flow DESIGN_CONFIG=/design/flow/config.mk WORK_HOME=/design/flow/orfs finish
--- flow/config.mk ---
export PLATFORM = sky130hd
export DESIGN_NAME = pipeline
export DESIGN_NICKNAME = pipeline
export VERILOG_FILES = /design/flow/design.v
export SDC_FILE = /design/flow/constraint.sdc
export NUM_CORES = 4
export LEC_CHECK = 1
export CORE_UTILIZATION = 50
--- flow/constraint.sdc ---
current_design pipeline

set clk_period 12.8
set clk_io_pct 0.2

create_clock -name clk0 -period $clk_period [get_ports {clk}]

set non_clock_inputs [all_inputs -no_clocks]
set_input_delay [expr $clk_period * $clk_io_pct] -clock clk0 $non_clock_inputs
set_output_delay [expr $clk_period * $clk_io_pct] -clock clk0 [all_outputs]
==> impl_metrics.tcl <==
# collected from the flow reports
set metrics [dict create \
    avgSynthCellArea_sq_um 12.7 \
    grt_max_degree 89 \
    wirelength_microns 300000 \
    p_per_area_nw_per_um2 169 \
    slew_headroom_pct 19.9 \
    max_freq_mhz 188 \
    final_util_pct 58.3 \
    top_layer "met5" \
    ant_nets 0 \
    p_leak_nw 25.9 \
    yosys_area_sq_um 65900 \
    seq_power_share_pct 47.2 \
    postCtsSetupBuffers 0 \
    ys.flops 1395 \
    grt_pass1_wl_microns 413000 \
    clock_power_share_pct 35.4 \
    hold_buffers 0 \
    dr_wl_met2_microns 125000 \
    final.min_clock_period_ns 5.33 \
    clk_pin_slew_worst_paths_ns 0.06 \
    cts_sinks 1395 \
    drc 0 \
    ctsHtreeMaxLevel 4 \
    tritoncts "done" \
    io_pins 196 \
    placed_cell_area_sq_um 70700 \
    hold_class "reg2reg" \
    ys_types 95 \
    worstSkewPairLatency_ns 0.82 \
    hold_viol 0 \
    core_area_sq_um 130000 \
    warnings 97 \
    final_area_sq_um 75900 \
    dieArea_sq_um 133000 \
    worstMarginPinSlew_ns 1.20 \
    period_used_pct 41.6 \
    vdd_drop_max_mv 0.143 \
    postSynthSeqShare_pct 61.9 \
    rsz0062_at_grt "false" \
    dpl.cell_count 6982 \
    startpoint_type "input pin" \
    status "finished clean" \
    end_kind "register" \
    combPwrFrac_pct 17.4 \
    synth_area_leader_cell "edfxtp_1" \
    post_cts_resize_count 0 \
    fin_total_pwr_mw 12.9 \
    topCellsByArea "edfxtp_1 54%, dfrtp_1 8.0%, a221oi_1 4.5%" \
    areaGrowthSynthToFinish_pct 15.2 \
    arrival_ns 5.75 \
    flop_cell "edfxtp_1" \
    rows 132 \
    cts_buffer_depth 3 \
    crit_type "in2reg" \
    drtIter0Drc 5762 \
    grt_usage_pct 49.4 \
    synth.most_common_cell "edfxtp_1" \
    report.final.slew_viol_count 0 \
    yosys_warnings 47 \
    p_int_mw 9.07 \
    switching_share_pct 29.5 \
    top_cells_by_count "1184 x edfxtp_1, 493 x nand2_1, 351 x a22oi_1" \
    syn_area_sq_um 65900 \
    synth_cells 5179 \
    top_area_share_pct 53.9 \
    skew_ns 0.0527 \
    place_ws_ns 6.66 \
    p_switching_mw 3.79 \
    dp_hpwl_microns 179000 \
    cap_violations 0 \
    path_cells "buf_8 -> nand2_1 -> inv_8 -> nand4_1 -> nor2_4 -> buf_4" \
    edf_count 1184 \
    crit_required_ns 13.22 \
    drt_pass1_iterations 8 \
    cts_buffers 149 \
    io_buffer_count 155 \
    antenna_found_initial 22 \
    ys_cells 5179 \
    setup_ws_ns 7.47 \
    critPathMaxStageDelay_ns 0.90 \
    async_flop_share_pct 15.1 \
    met1_length_microns 90200 \
    vias_per_cell 7.36 \
    fp_util_pct 50.7 \
    drive_gt1_share_pct 12.7 \
    met3_length_microns 56100 \
    holdWs_ns 0.437 \
    die_w_microns 365 \
    routed-via-count 53500 \
    fin_tns_setup_ns 0 \
    path_max_fanout 58 \
    fin_cells 7266 \
    die.size.y_microns 365 \
    grt_pass1_vias 54200 \
    grt_overflow 0 \
    setup_viol 0 \
    slowest_stage "nor2_4" \
    clockRootBuffer "clkbuf_16" \
    gp_congestion 1.05 \
    wl_per_cell_microns 41.3 \
]
-- metal layers --
layer  vias up  global-route usage (%)
met5         -                    18.4
met1     25600                    55.1
li1      21100                       -
met2      5052                    65.2
met4        88                    29.4
met3      1593                    38.2
-- power by group through the flow --
stage	Sequential [mW]	Clock [mW]	Combinational, mW
CTS	6.06	4.56	2.16
global route	6.10	4.73	2.37
finish	6.07	4.55	2.24
-- flip-flops by register name (all words and copies together), names as in the netlist, 3 cells and up --
name / flops
id_ex_alu_control: 3
data_memory_addr: 32
id_ex_reg1_data: 32
alu_operand_a: 32
id_ex_rd: 5
registers: 1024
ex_mem_reg2_data: 32
pc_out: 30
mem_wb_rd: 5
ex_mem_alu_result: 32
if_id_instruction: 26
alu_operand_b: 32
data_memory_write_data: 32
mem_wb_data: 32
ex_mem_rd: 5
id_ex_reg2_data: 32
-- critical path, delay by kind of cell --
kind | cells | cell delay (ns)
AND/OR/NAND/NOR | 3 | 1.70
buffers and inverters | 3 | 1.41
-- cell usage in the layout, fill, tap and decap left out, drive strengths merged, types with 14 or more instances in the layout --
cell type and n:
a221oi 337, nand4 145, a22oi 351, clkbuf 192, edfxtp 1184, nor3 39, nand3 105, buf 263
o221ai 16, o211ai 14, xor2 20, xnor2 54, o21ai 249, o22ai 26, o32ai 66, mux4 58
conb 66, nand2b 18, inv 110, clkdlybuf4s50 154, or3 20, a21oi 180, a31oi 17, bufinv 16
dfrtp 211, a22o 320, nand2 493, ha 98, a211oi 16, nor2 282, a21o 25, clkinv 51
mux2i 141
-- area by class of cell --
cell class,count,area (sq um)
fillers,10300,54200
flip-flops and latches,1395,40800
multi-input cells,3322,23800
clock buffers,192,4180
repair buffers,417,3520
well taps,1742,2180
clock inverters,79,975
inverters,106,405
diodes,13,32.5
-- final timing paths --
kind                       depth (start not counted)                         startpoint  slack [ns]                                  end
hold reg to reg                                    0    ex_mem_reg2_data[0]$_DFFE_PN0N_        0.44  data_memory_write_data[0]$_DFFE_PP_
setup / recovery                                   6                              rst_n        7.47          registers[23][28]$_DFFE_PP_
hold / removal                                     0    ex_mem_reg2_data[0]$_DFFE_PN0N_        0.44  data_memory_write_data[0]$_DFFE_PP_
max in group asynchronous                          3                              rst_n        9.40     ex_mem_reg2_data[19]$_DFFE_PN0N_
min in group asynchronous                          1                              rst_n        1.69         ex_mem_mem_write$_DFFE_PN0N_
setup reg to reg                                   9  if_id_instruction[24]$_DFFE_PN0N_        7.87          mem_wb_data[21]$_DFFE_PN0N_
-- kinds of logic after synthesis --
group                    count (synthesis)  synth area share (%)
AND-OR/OR-AND                         1698                  19.3
XOR/XNOR                                74                 0.983
adder cells (fa/ha/maj)                100                  1.92
buffers and inverters                  527                  3.52
flip-flops                            1395                  61.9
multiplexers                           206                  4.24
other                                    1               0.00569
AND/OR/NAND/NOR                       1178                  8.08
No activity file was given, so power comes from the tool's default toggle rates.
